### design/flow/run.sh
#!/bin/bash
# OpenROAD 26Q1-2900-gdf79404cd8, Yosys 0.63+post, stock flow scripts
make -C /OpenROAD-flow-scripts/flow DESIGN_CONFIG=/design/flow/config.mk WORK_HOME=/design/flow/orfs finish
### design/flow/constraint.sdc
current_design segment

set clk_period 1.2
set clk_io_pct 0.2

create_clock -name clk0 -period $clk_period

set non_clock_inputs [all_inputs -no_clocks]
set_input_delay [expr $clk_period * $clk_io_pct] -clock clk0 $non_clock_inputs
set_output_delay [expr $clk_period * $clk_io_pct] -clock clk0 [all_outputs]
### design/flow/design.v
`timescale 1ns / 1ps
module segment(
    input x,y,z,w,
    output a,b,c,d,e,f,g,dp, digit
    );
assign a=(~y)&(~w)|(~x)&z|(~x)&y&w|y&z|x&(~w)|x&(~y)&(~z);
assign b=(~x)&(~y)|(~y)&(~w)|(~x)&(~z)&(~w)|(~x)&z&w|x&(~z)&w;
assign c=(~y)&(~z)|(~y)&w|(~z)&w|(~x)&y|x&(~y);
assign d=(~x)&(~y)&(~w)|(~y)&z&w|y&(~z)&w|y&z&(~w)|x&(~z)&(~w);
assign e=(~y)&(~w)|z&(~w)|x&y|x&z;
assign f=(~z)&(~w)|(~x)&y&(~z)|x&(~y)|x&z|y&(~w);
assign g=(~y)&z|z&(~w)|(~x)&y&(~z)|x&w|x&(~y);
assign dp=1;
assign digit=1;
endmodule
### design/flow/config.mk
export PLATFORM = sky130hd
export DESIGN_NAME = segment
export DESIGN_NICKNAME = segment
export VERILOG_FILES = /design/flow/design.v
export SDC_FILE = /design/flow/constraint.sdc
export NUM_CORES = 4
export LEC_CHECK = 1
export CORE_AREA = 10 10 70 70
export DIE_AREA = 0 0 80 80
==> deck_impl_summary.md <==
Physical Implementation Snapshot

Floorplanning
  – Die ar.: 6400 sq um
  – Die H: 80 um
  – Die W: 80 um
  – FP Util: 0.0839
  – Row count: 21
  – # IOs: 13
  – Core Footprint: 3420 sq um

Route
  – Antenna-violating nets left: 0
  – Post-DR wirelength/cell: 9.15 um
  – DRT Pass-1 Iters: 2
  – Via count: 327
  – Number of diodes: 0
  – 1st-iter DRT viols: 32
  – Post-DR vias/cell: 3.21
  – Final wirelength: 933 um
  – Residual DRC count: 0

Yosys
  – Cells in synth_stat.txt: 34
  – Main logic family: simple AND/OR/NAND/NOR gates
  – Syn Area/Cell: 8.43 sq um
  – Chip Area, Yosys: 287 sq um
  – Mapped Area: 287 sq um
  – Cell Type Count: 26
  – AO/OA Area Share: 0.245
  – Area fraction in mux cells: 0
  – Post-synth top area cell: buf_6
  – Gate Count Post-Synth: 34
  – Biggest area cells: buf_6 12%, buf_4 7.9%, and4b_1 7.0%, xnor2_1 6.1%, a211oi_1 5.2%
  – Xor/xnor share: 0.0611
  – Adder share: 0
  – Sequential area share after synthesis: 0
  – Yosys warning total: 0
  – Synth Area in Simple Gates: 0.485
  – Top cell area share: 0.118

Final layout
  – Dominant logic cell types in the final layout: 13 x buf_6, 8 x buf_2, 5 x buf_4
  – Clock buffers: 0
  – Seq cells: 0
  – Area growth from synthesis to layout: 108%
  – Fillcell total: 376
  – Most instantiated logic cell after routing: buf_6
  – Sequential cell area: 0 sq um
  – Final instance area: 597 sq um
  – Fraction of layout cells with a size suffix above 1: 0.732

Status
  – Failing checks: setup timing
  – Status: finished with violations

Global route
  – Met1 track demand over resource: 0.0382
  – GRT Util Overall: 0.0286
  – Grt ovf: 0
  – Largest net degree at the start of global routing: 12
  – Vias in the first global route: 311
  – Most used routing layer: met2
  – Initial antenna violation count: 0
  – GR Layer Usage met2: 0.0514
  – First-pass GRT wire length: 1570 um
  – Met3 Track Usage GR: 0.00227

Flow run
  – MaxCap Viol Count: 0
  – Tool Warnings: 34

STA
  – Max-slew violations: 0
  – Setup TNS: -199 ps
  – Period utilization: 1.06
  – F_max: 787 MHz
  – Crit path time final: 1270 ps
  – Hold Vio Cnt, Final: 0
  – Setup-failing EPs final: 3
  – RSZ-0062 raised after global routing: yes
  – Final worst slack: -71.0 ps

Hold path
  – Hold Crit Start: x
  – Type of the worst min-delay path: in -> out

Power
  – Worst VDD drop: 0.0598 mV
  – Pwr dens: 313 nW/um^2
  – Design Power: 187 uW
  – Leakage: 0.000250 uW

Worst setup path
  – Arrival time worst endpoint: 1030 ps
  – CP startpoint: w
  – Worst EP required: 960 ps
  – CP Capture Type: output pin
  – Critical path class: in -> out
  – Largest fanout on the critical path: 5
  – Crit path launch type: input pin

Place
  – Placed cell area: 469 sq um
  – Number of port buffers: 11
  – Final HPWL DP: 666 um
  – RePlAce Congestion: 0.670

Clock network
  – CTS Hold Bufs: 0
==> routing by layer <==
layer	share of wire	wire length [um]	up-vias
li1	-	-	171
met1	0.45	422	152
met2	0.52	485	4
met3	0.027	25	0
met4	0	0	0
met5	0	0	-
==> what timing repair did <==
item,in CTS,in global routing
gates cloned,1,0
resized,67,4
hold endpoints to repair,0,0
pin swaps,7,6
setup endpoints to repair,7,7
buffers inserted,6,0
==> power by group <==
group / switching, uW / internal [uW] / total (uW)
combinational: 71.1 / 116 / 187
clock: 0 / 0 / 0
sequential: 0 / 0 / 0
total: 71.1 / 116 / 187
==> per-stage QoR <==
| step | std cells | hold WS (ps) | setup slack, ps | utilization |
|---|---|---|---|---|
| CTS | 102 | 876 | -130 | 0.170 |
| detailed placement | 95 | 1590 | -984 | 0.137 |
| global placement | 95 | 1590 | -955 | 0.137 |
| global route | 102 | 906 | -110 | 0.175 |
| floorplan | 35 | 586 | 253 | - |
| finish | 102 | 872 | -71.0 | 0.175 |
==> synthesized netlist by cell type (all sizes together) <==
cell and number:
or2b 1, nor4b 2, xnor2 2, o22ai 1
a21oi 1, and4b 3, conb 1, a21bo 1
nor3b 2, a211oi 3, nor2b 1, o21ai 1
o21a 1, nor2 1, buf 6, and2b 1
and4bb 1, and3b 1, a221oi 1, nor3 2
and2 1
==> worst max-delay path, stage by stage <==
cell	delay, ps
buf_6	90
buf_6	120
buf_6	110
and4b_2	200
a211oi_2	130
buf_2	130
==> final cells by class <==
type | count | area (sq um) | area share
multi-input combinational | 29 | 300 | 0.503
tap | 46 | 57.6 | 0.0964
timing repair buffer | 27 | 239 | 0.400
==> worst paths after layout <==
| check | to | slack (ps) | depth (start not counted) |
|---|---|---|---|
| worst min-delay path | d | 870 | 4 |
| worst max-delay path | f | -70 | 6 |
==> cells by family after synthesis <==
group,Yosys count
xor+xnor,2
buf+inv,6
other cells,1
compound gates,9
simple gates,16
No activity file was given, so power comes from the tool's default toggle rates.
