**/design/flow/run.sh**
```bash
#!/bin/bash
# OpenROAD 26Q1-2900-gdf79404cd8, Yosys 0.63+post, stock flow scripts
make -C /OpenROAD-flow-scripts/flow DESIGN_CONFIG=/design/flow/config.mk WORK_HOME=/design/flow/orfs finish
```
**/design/flow/config.mk**
```make
export PLATFORM = sky130hd
export DESIGN_NAME = updown_counter
export DESIGN_NICKNAME = updown_counter
export VERILOG_FILES = /design/flow/design.v
export SDC_FILE = /design/flow/constraint.sdc
export NUM_CORES = 4
export LEC_CHECK = 1
export CORE_AREA = 10 10 70 70
export DIE_AREA = 0 0 80 80
```
**/design/flow/constraint.sdc**
```tcl
current_design updown_counter

set clk_period 2.1
set clk_io_pct 0.2

create_clock -name clk0 -period $clk_period [get_ports {CLK}]

set non_clock_inputs [all_inputs -no_clocks]
set_input_delay [expr $clk_period * $clk_io_pct] -clock clk0 $non_clock_inputs
set_output_delay [expr $clk_period * $clk_io_pct] -clock clk0 [all_outputs]
```
**/design/flow/design.v**
```verilog
`timescale 1ns / 1ps
module updown_counter(
    input CLK, RESET, IN,
    output reg [3:0]OUT,
    output reg [6:0]SEGMENT,
    output reg DIGIT
    );
 initial OUT=4'D0;
 initial SEGMENT=7'b0000000;
 always @(posedge CLK)
 begin
  DIGIT=1;
 if (RESET==1'b0)
   OUT=4'D0;
 else if (IN==1'b1) begin
    OUT = OUT + 1;
    SEGMENT[0]=0; SEGMENT[1]=1; SEGMENT[2]=1; SEGMENT[3]=1; SEGMENT[4]=1;
    SEGMENT[5]=1; SEGMENT[6]=0;
 end
 else begin
    OUT = OUT - 1;
    SEGMENT[0]=0; SEGMENT[1]=1; SEGMENT[2]=1; SEGMENT[3]=1; SEGMENT[4]=1;
    SEGMENT[5]=0; SEGMENT[6]=1;
 end
 end
endmodule
```
==> metrics.cfg <==
[logic_synthesis]
avgSynthCellArea_um2 = 11.56
topCellsByArea = edfxtp_1 (27%), dfxtp_1 (24%), buf_4 (11%), ha_1 (7.5%), fa_1 (6.0%)
ys_sh_simple_pct = 10.82
ys_sh_adder_pct = 13.43
yosysWarningCount = 1
yosysChipArea_um2 = 335.3
ys_sh_aoi_pct = 4.104
synth-seq-area-share_pct = 50.75
yosys-stat-cells = 29
synth_area_um2 = 335.3
synth_top_cell_by_area = edfxtp_1
flop_cell = dfxtp_1
yosysTopAreaCellShare_pct = 26.87
top_cell = buf_4
synth-edff-count = 3
ys_async_sr_fraction_pct = 0
synth_cell_type_count = 15
xor_share_pct = 5.224
synthTopCellsByCount = buf_4 (5), dfxtp_1 (4), edfxtp_1 (3)
synth_flops = 7
postSynthCellCount = 29
ys_top_logic_family = buffers and inverters
mux_share_pct = 0

[critical_path]
max_stage_delay_ps = 510
worst-r2r-setup-slack_ps = 990
critical_path.cell_chain = clkdlybuf4s50_1, inv_1, ha_1, a21oi_2, nand3_1, nor3b_2
worstPathArrival_ps = 1780
path_class = in -> reg
worstPathMaxFanout = 4
cp_slowest_cell = clkdlybuf4s50_1
crit_required_ps = 2240
startpoint_type = input pin
cp-end-kind = flop

[routing]
drtAntennaViolNets = 0
drtIter0Drc = 5
met1_length_um = 254
wl_um = 630
dr.pass1.iters = 2
n_antenna_cell = 0
wl_met3_um = 115
top_layer = met4
drc = 0
viasPerCell = 2.437
route.met2.wl_um = 251
dr_total_vias = 212
routedWlPerCell_um = 7.241

[placed_design]
io_buffers = 12
place_hpwl_um = 523.4
dp_slack_ps = 197.7
place_congestion = 0.7483

[clocking]
cts_tree = yes
ctsRootBufferMaster = clkbuf_4
cts_hold_buf = 0
tritoncts.num_buffers = 3
cts_buffer_depth = 2
cts_resized = 0
cts_max_level = 1
cts.clk_slew.worst_paths_ps = 50
clk_latency_ps = 250
cts_sinks = 7
postCtsSetupRepairBufs = 0

[floorplanning]
ioPinCount = 15
fp.dieH_um = 80
die_w_um = 80
core.rowCount = 21
initial_core_util_pct = 9.817
coreArea_mm2 = 0.003416
dieArea_mm2 = 0.006400

[sta]
finalHoldViolCount = 0
finalCriticalPeriod_ps = 1638
fmax_mhz = 610.5
fin_hold_ws_ps = 480.4
slew_viol_final = 0
min_period_over_period_pct = 78.00
setup_viol = 0
skew_ps = 4.295
setup_ws_ps = 462.0
rsz0062_at_grt = false
finalSetupTns_ps = 0

[grt]
antenna_found_initial = 0
grt_pass1_vias = 193
grt_usage_pct = 1.797
grt_max_degree = 6
grt_pass1_wl_um = 883
grt.overflow.total = 0

[outcome]
status = finished clean

[power]
p_per_area_mw_per_mm2 = 781.5
vdd_drop_max_mv = 0.1304
cellLeakagePower_uw = 0.0001935
finalPower_uw = 395.0

[job]
warnings = 25
cap_violations = 0

[layout]
area_delta_synth_final_pct = 50.75
drive_gt1_share_pct = 12.20

[hold_path]
hold_class = reg -> reg

-- flip-flops by register name, indices dropped and copies added (netlist names) --
name	flops
SEGMENT	3
OUT	4
-- kinds of logic after synthesis --
kind of cell | count (synthesis)
and+or+nand+nor | 6
DFF | 7
other | 2
xor gates and xnor gates | 2
AOI/OAI and AO/OA | 2
adders and majority gates | 3
buffers and inverters | 7
-- worst max-delay path, delay by kind of cell --
family	cells	cell delay (ps)
buffers and inverters	2	620
adder cells (fa/ha/maj)	1	360
AND-OR/OR-AND	1	160
AND/OR/NAND/NOR	2	220
-- report_power, final --
| group | total (uW) | internal [uW] | switching, uW |
|---|---|---|---|
| registers | 174 | 162 | 12.2 |
| clock network | 120 | 72.4 | 47.9 |
| logic | 100 | 68.2 | 32.2 |
-- per-layer routing --
| metal | vias to the layer above | global-route usage, % |
|---|---|---|
| li1 | 110 | - |
| met1 | 87 | 1.902 |
| met2 | 13 | 2.568 |
| met3 | 2 | 1.705 |
| met4 | 0 | 0.3521 |
| met5 | - | 0 |
-- worst paths after layout --
path | end | startpoint | cells past startpoint
worst max-delay path | OUT[3] | IN | 6
worst min-delay path | OUT[0] | OUT[0] | 1
worst max register to register | OUT[3] | OUT[2] | 4
worst min register to register | OUT[0] | OUT[0] | 1
-- layout by cell type, fill, tap and decap left out --
master           instances
nor2_1                   2
edfxtp_1                 3
dfxtp_1                  4
a21oi_1                  1
xor2_1                   1
clkbuf_1                 1
a21oi_2                  1
nand3_1                  2
clkbuf_4                 3
clkdlybuf4s50_1         12
inv_1                    2
xnor2_1                  1
and2_1                   1
conb_1                   3
ha_1                     2
nor3b_2                  1
fa_1                     1
-- area by class of cell --
| type | instances | area (um^2) |
|---|---|---|
| Clock buffer | 4 | 26.28 |
| Fill cell | 388 | 2910 |
| Inverter | 2 | 7.507 |
| Multi-Input combinational cell | 16 | 123.9 |
| Sequential cell | 7 | 170.2 |
| Tap cell | 46 | 57.56 |
| Timing Repair Buffer | 12 | 120.1 |
-- metrics by stage --
step	instance area (um^2)	util, %	instances
after floorplan	339.1	-	30
after global routing	505.5	14.80	87
final	505.5	14.80	87
after detailed placement	479.2	14.03	83
after global placement	479.2	14.03	83
after CTS	505.5	14.80	87
