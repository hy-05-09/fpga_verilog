===== config.mk =====
export PLATFORM = sky130hd
export DESIGN_NAME = decoder_4_16
export DESIGN_NICKNAME = decoder_4_16
export VERILOG_FILES = /design/flow/design.v
export SDC_FILE = /design/flow/constraint.sdc
export NUM_CORES = 4
export LEC_CHECK = 1
export CORE_AREA = 10 10 70 70
export DIE_AREA = 0 0 80 80

===== constraint.sdc =====
current_design decoder_4_16

set clk_period 1.0
set clk_io_pct 0.2

create_clock -name clk0 -period $clk_period

set non_clock_inputs [all_inputs -no_clocks]
set_input_delay [expr $clk_period * $clk_io_pct] -clock clk0 $non_clock_inputs
set_output_delay [expr $clk_period * $clk_io_pct] -clock clk0 [all_outputs]

===== design.v =====
`timescale 1ns / 1ps
module decoder_4_16(
    input A,B,C,D,
    output O1,O2,O3,O4,O5,O6,O7,O8,O9,O10,O11,O12,O13,O14,O15,O16
    );
wire E1, E2, E3, E4;
demux d0(.Z(1'b1),.InA(C),.InB(D),.Out1(E1),.Out2(E2),.Out3(E3),.Out4(E4));
demux d1(.Z(E1),.InA(A),.InB(B),.Out1(O1),.Out2(O2),.Out3(O3),.Out4(O4));
demux d2(.Z(E2),.InA(A),.InB(B),.Out1(O5),.Out2(O6),.Out3(O7),.Out4(O8));
demux d3(.Z(E3),.InA(A),.InB(B),.Out1(O9),.Out2(O10),.Out3(O11),.Out4(O12));
demux d4(.Z(E4),.InA(A),.InB(B),.Out1(O13),.Out2(O14),.Out3(O15),.Out4(O16));
endmodule
`timescale 1ns / 1ps
module demux(
    input InA,InB,Z,
    output Out1,Out2,Out3,Out4
    );
assign Out1=Z&~InA&~InB;
assign Out2=Z&~InA&InB;
assign Out3=Z&InA&~InB;
assign Out4=Z&InA&InB;
endmodule

===== run.sh =====
#!/bin/bash
# OpenROAD 26Q1-2900-gdf79404cd8, Yosys 0.63+post, stock flow scripts
make -C /OpenROAD-flow-scripts/flow DESIGN_CONFIG=/design/flow/config.mk WORK_HOME=/design/flow/orfs finish

==> impl_metrics.py <==
# Generated from Yosys and OpenROAD reports
metrics = {
    "layout": {
        "comb_area_sq_um": 240.2,
        "syn_to_final_growth_pct": 121.3,
        "flop_area_sq_um": 0,
        "fill_cells": 389,
        "clock_buffers": 0,
        "seq_cells": 0,
        "final_area_sq_um": 611.8,
        "final_layout_size_suffix_gt1_frac": 0.8163,
    },
    "critical_path": {
        "path_class": "input pin to output pin",
        "cp.buffers_inverters": 4,
        "max_stage_delay_ns": 0.25,
        "critPathTopFamily": "buffers and inverters",
        "required_ns": 0.80,
        "slowest_stage": "nor4b_4",
        "path_cells": "buf_8, buf_12, buf_8, nor4b_4, buf_2",
        "cp_max_fo": 4,
        "endpoint_kind": "output pin",
        "crit_arrival_ns": 0.93,
        "critPathMostFrequentCell": "buf_8",
        "critPathLaunchType": "input pin",
    },
    "placement": {
        "dpl.hpwl_um": 820.1,
        "gp_congestion": 0.6930,
        "io_buffers": 20,
        "postPlaceCellArea_sq_um": 579.3,
        "pre_cts_ws_ns": -0.8658,
    },
    "synth": {
        "synth_cells": 20,
        "ys_cells": 20,
        "synthesis.area_sq_um": 276.5,
        "yosysUniqueCellTypes": 7,
        "postSynthSeqShare": 0,
        "avgSynthCellArea_sq_um": 13.83,
        "yosys_warnings": 0,
        "ys_chip_area_sq_um": 276.5,
    },
    "detailed_routing": {
        "via_per_inst": 3.179,
        "wl_per_cell_um": 11.17,
        "ant_nets": 0,
        "drtPass1Iterations": 4,
        "diodes": 0,
        "drc": 0,
        "vias": 302,
        "initialDrtViolationCount": 1,
        "totalWireLength_um": 1061,
    },
    "sta": {
        "hold_ws_ns": 0.7513,
        "max_freq_mhz": 885.2,
        "finalMaxSlewViolations": 0,
        "setup_violations": 12,
        "finalHoldViolCount": 0,
        "tightestPinTransition_ns": 0.2167,
        "fin_crit_ns": 1.130,
        "final.setup.worst_slack_ns": -0.1297,
        "rsz0062_at_grt": "true",
        "slew_headroom": 0.8550,
        "period_used_share": 1.130,
    },
    "global_routing": {
        "track_usage": 0.03094,
        "grt_remaining_overflow": 0,
        "grt_max_degree": 9,
        "grt_pass1_wl_um": 1635,
        "antenna_found_initial": 0,
        "grt_pass1_vias": 292,
    },
    "flow_run": {
        "warnings": 34,
        "cap_violations": 0,
    },
    "power": {
        "internal-power_mw": 0.1243,
        "p_per_area_mw_per_mm2": 316.1,
        "pwr-share-seq": 0,
        "p_sw_mw": 0.06911,
        "p_clk_frac": 0,
        "peakVddDrop_mv": 0.1336,
        "p_leak_nw": 0.3003,
        "pwr-share-comb": 1.000,
        "swShare": 0.3573,
    },
    "status": {
        "status": "complete, but fails checks",
        "violations": "negative setup slack",
    },
    "die": {
        "die_x_um": 80,
        "die_area_sq_mm": 0.006400,
        "num_rows": 21,
        "ioPinCount": 20,
        "fp_util": 0.08095,
        "core_sq_mm": 0.003416,
        "die_h_um": 80,
    },
    "hold_path": {
        "min_path_type": "input pin to output pin",
    },
}
[cells in the mapped netlist]
library cell,number,area (sq um)
nor4b_4,4,95.09
nor4_2,1,12.51
and4bb_1,4,50.05
and4bb_2,2,25.02
buf_6,4,45.04
and4_1,1,8.760
and4b_1,4,40.04
[kinds of logic after synthesis]
family,after synthesis,share of synthesized area
buffers and inverters,4,0.1629
AND/OR/NAND/NOR,16,0.8371
[path summary, 6_finish.rpt]
kind | start | to | depth (start not counted)
worst max-delay path | C | O2 | 5
worst min-delay path | B | O1 | 4
[layer usage]
metal  vias up  wire (um)  GRT usage
met3         0        191    0.02500
met5         -          0          0
met1       134        572    0.05010
li1        148          -          -
met2        20        296    0.02889
met4         0          0          0
[through the flow]
step	utilization	instances	total power, mW	setup TNS (ns)
floorplan	-	20	0.07160	0
global route	0.1791	95	0.2068	-0.9957
CTS	0.1769	93	0.1939	-0.4892
global placement	0.1696	89	0.1587	-12.75
detailed placement	0.1696	89	0.1615	-12.91
finish	0.1791	95	0.1934	-0.6228
[layout make-up]
| type | count | share of cell area |
|---|---|---|
| Tap cell | 46 | 0.09407 |
| Multi-Input combinational cell | 16 | 0.3926 |
| Timing Repair Buffer | 33 | 0.5133 |
[power groups by stage]
stage / logic, mW / clock network (mW) / registers, mW
4_1_cts: 0.194 / 0 / 0
5_1_grt: 0.207 / 0 / 0
6_report: 0.193 / 0 / 0
[timing repair]
item	in CTS	in global routing
cloned	1	0
hold buffers	0	0
buffers inserted	3	3
resized	86	0
pin swaps	9	7
setup endpoints to repair	16	7
[tightest hold or removal path, delay by kind of cell]
kind                   cells  cell delay (ns)
buffers and inverters      3             0.31
AND/OR/NAND/NOR            1             0.04
[cell usage in the layout, fill, tap and decap left out]
cell      count
buf_2        16
buf_8         5
buf_6         5
nor4b_4       4
and4bb_1      4
and4b_1       4
buf_12        4
buf_4         3
and4bb_2      2
and4_1        1
nor4_4        1
No activity file was given, so power comes from the tool's default toggle rates.
